==> design.v <==
`timescale 1ns / 1ps
module Q1(input [3:0] no,
				input push1,
				input push2,
				input clk,
				output [3:0] sum,
				output ledpin,
				output  sf_e,
				output  e,
				output  rs,
				output  rw,
				output  d,
				output  c,
				output  b1,
				output  a1
    );
reg [3:0] a,b;
wire carry;
	always @(posedge clk)
	begin
		if(push1 == 1)
			a = no;
		else if(push2 == 1)
			b = no;
	end
	add4 add4_1(.a(a[3:0]),.b(b[3:0]),.sum(sum[3:0]),.carry(carry));
	assign ledpin = carry;
	printLCD print_1(.value(sum[3:0]),.clk(clk),.sf_e(sf_e),.e(e),.rs(rs),.rw(rw),.d(d),.c(c),.b(b1),.a(a1));
endmodule
module printLCD(value,clk, sf_e, e, rs, rw, d, c, b, a);
input [3:0] value;
input clk; 
output reg sf_e;  
output reg e;  
output reg rs;	 
output reg rw;	 
output reg d;	 
output reg c;	 
output reg b;	 
output reg a;	 
reg [26:0] count = 0;	 
reg [5:0] code;	 
reg refresh;	 
always @ (posedge clk) begin
count <= count + 1;
case (count [26:21])	 
0: code <= 6'h03;	 
1: code <= 6'h03;	 
2: code <= 6'h03;	 
3: code <= 6'h02;	 
4: code <= 6'h02;  
5: code <= 6'h08;  
6: code <= 6'h00;  
7: code <= 6'h06;  
8: code <= 6'h00;  
9: code <= 6'h0C;  
10: code <= 6'h00;  
11: code <= 6'h01;  
12: begin 
	if (value <= 4'h9)
	begin
		code <= 6'h23;
	end
	else
		code <= 6'h24;
	end
13: begin 
	if (value <= 4'h9)
	begin
		code <= 6'h20 + value[3:0];
	end
	else
		code <= 6'h20 + value[3:0] - 4'b1001;
	end
default: code <= 6'h10;  
endcase 
refresh <= count[ 20 ];  
sf_e <= 1; e <= refresh; 
rs <= code[5]; rw <= code[4]; 
d <= code[3]; c <= code[2]; 
b <= code[1]; a <= code[0]; 
end  
endmodule
module add1(input x,
			input y,
			input cin,
			output s,
			output cout
	);
	 assign {cout,s} = x + y + cin;
endmodule
module add4(input [3:0] a,
			input [3:0] b,
			output [3:0] sum,
			output carry
	);
	 wire c;
	 wire tmp0;
	 wire tmp1;
	 wire tmp2;
	 assign c = 1'b0;
	 add1 sum0(.x(a[0]), .y(b[0]), .cin(c), .s(sum[0]), .cout(tmp0));
	 add1 sum1(.x(a[1]), .y(b[1]), .cin(tmp0), .s(sum[1]), .cout(tmp1));
	 add1 sum2(.x(a[2]), .y(b[2]), .cin(tmp1), .s(sum[2]), .cout(tmp2));
	 add1 sum3(.x(a[3]), .y(b[3]), .cin(tmp2), .s(sum[3]), .cout(carry));
endmodule
==> run.sh <==
#!/bin/bash
# OpenROAD 26Q1-2900-gdf79404cd8, Yosys 0.63+post, stock flow scripts
make -C /OpenROAD-flow-scripts/flow DESIGN_CONFIG=/design/flow/config.mk WORK_HOME=/design/flow/orfs finish
==> config.mk <==
export PLATFORM = sky130hd
export DESIGN_NAME = Q1
export DESIGN_NICKNAME = Q1
export VERILOG_FILES = /design/flow/design.v
export SDC_FILE = /design/flow/constraint.sdc
export NUM_CORES = 4
export LEC_CHECK = 1
export CORE_UTILIZATION = 30
==> constraint.sdc <==
current_design Q1

set clk_period 6.1
set clk_io_pct 0.2

create_clock -name clk0 -period $clk_period [get_ports {clk}]

set non_clock_inputs [all_inputs -no_clocks]
set_input_delay [expr $clk_period * $clk_io_pct] -clock clk0 $non_clock_inputs
set_output_delay [expr $clk_period * $clk_io_pct] -clock clk0 [all_outputs]
==> summary.rpt <==
======================================================================================================
Result of the run                                                                            completed
Upper clock frequency limit                                                                  0.267 GHz
Biggest fanout along the worst timing path                                                           6
Synth Instances                                                                                    180
Residual DRC count                                                                                   0
Post-synth regs                                                                                     49
Global-route wire length before repair                                                    4810 microns
Post-layout instance area                                                                   2300 sq um
Via count of the first global-routing pass                                                        1083
Stage-log warning count                                                                             26
Chip Footprint                                                                              6990 sq um
Clock Root Buffer                                                                             clkbuf_8
Iteration-0 DRC Markers                                                                             58
Number of buffers created by CTS                                                                     5
Via count                                                                                         1185
Power density relative to cell area                                                        253 nW/um^2
Post-CTS Setup Inserts                                                                               0
Post-Route Setup TNS                                                                              0 ps
Number of nets still failing antenna checks after routing                                            0
Largest net degree at the start of global routing                                                   15
Worst Path Arrival                                                                             2530 ps
WL final                                                                                  2640 microns
Post-synthesis average cell area                                                            11.1 sq um
Setup violators final                                                                                0
Finished Core Util                                                                               36.0%
Category of the worst setup path launch point                                                     flop
Buffers on Ports                                                                                    18
Final HPWL DP                                                                             1900 microns
Fraction of the cycle the final worst path needs                                                 61.4%
Clock transition at the register clock pins on the worst setup and hold paths after CTS          80 ps
Worst clock skew                                                                               6.76 ps
R2r worst-path depth                                                                                 9
Count of yosys warnings during synthesis                                                             2
Leak                                                                                          0.832 nW
Clock latency (worst-skew pair)                                                                 290 ps
Instance area at placement                                                                  2220 sq um
Crit path kind                                                                              reg -> out
Setup repair after global routing missed its margin                                              false
RePlAce Congestion                                                                               0.759
Number of standard cells reported by yosys                                                         180
Length of the first detailed-routing pass in iterations                                              4
Proportion of layout cells with a drive suffix above 1                                           6.63%
Mapped Area                                                                                 2000 sq um
Critical Path Sink Type                                                                     output pin
Number of unique standard cell types used by synthesis                                              35
Required @ worst endpoint                                                                      4880 ps
Worst Hold Class                                                                            reg -> reg
Top-level I/O count                                                                                 20
Die Wd                                                                                    83.6 microns
Clock tree from TritonCTS                                                                        built
Buffer levels on the longest clock path                                                              2
Post-synth seq share                                                                             53.1%
Clock H-tree levels                                                                                  2
Count of cells along the worst hold path                                                             0
Final Hold Violating Endpoints                                                                       0
Overall Global Routing Usage                                                                     8.38%
Diode count                                                                                          0
Number of antenna violations at the first check in global routing                                    0
Commonest cells after routing, fill and taps aside                                        dfxtp_1, xnor2_1, clkdlybuf4s50_1
Post-DR wirelength/cell                                                                   9.66 microns
Count of hold-fix buffers inserted at cts                                                            0
Worst IR Drop VDD                                                                               110 uV
Top cell excl fill/tap                                                                         dfxtp_1
Number of gates resized after cts                                                                    0
Reported max-cap violation count                                                                     0
Die span in y                                                                             83.6 microns
FP Rows                                                                                             29
Final Max Slew Viols                                                                                 0
Yosys stat area                                                                             2000 sq um
Placeable Area                                                                              6390 sq um
Aggregate global routing overflow                                                                    0
Shortest clock period the worst path allows after layout                                       3750 ps
Core utilization at floorplan                                                                    31.3%
Post-detailed-route via-to-cell ratio                                                             4.34
Clock net sink count                                                                                49
Area added between synthesis and finish                                                          14.8%
======================================================================================================
==> cell type report <==
cell class	count	area [sq um]
Clock buffer	6	72.6
Clock inverter	1	5.00
Fill cell	628	4090
Inverter	11	41.3
Multi-Input combinational cell	111	840
Sequential cell	49	1060
Tap cell	77	96.3
Timing Repair Buffer	18	180
==> power by group <==
part           switching (W)  leakage, nW  internal [W]   total, W
Combinational      0.0000260        0.383     0.0000385  0.0000645
Clock              0.0000920       0.0410     0.0000779   0.000170
Sequential        0.00000309        0.409      0.000343   0.000346
==> critical path: stages, from the launching register on <==
cell and delay, ps:
edfxtp_1 340, ha_1 140, inv_1 40, fa_1 370
fa_1 360, inv_1 70, fa_1 490, clkdlybuf4s50_1 440
==> sequential cells by signal, indices dropped and copies added, names as in the netlist <==
register	cells
print_1.c	1
print_1.count	27
print_1.a	1
print_1.b	1
print_1.code	6
b	4
print_1.rs	1
print_1.d	1
print_1.e	1
print_1.refresh	1
print_1.rw	1
a	4
==> kinds of logic (layout without fill, tap and decap cells) <==
group | after synthesis | count (layout) | synth area share (%)
and+or+nand+nor | 60 | 60 | 19.0
DFF | 49 | 49 | 53.1
xor gates and xnor gates | 27 | 27 | 11.8
buffers and inverters | 20 | 36 | 4.94
AOI/OAI and AO/OA | 16 | 16 | 5.44
adders and majority gates | 7 | 7 | 5.51
other | 1 | 1 | 0.188
==> per-layer routing <==
layer,wire (microns),track usage [%],vias to the layer above
met3,109,2.31,5
met5,0,0,-
met4,66,1.54,0
met2,1100,12.3,16
met1,1360,13.0,524
li1,-,-,640
==> synth_stat cells <==
| cell | n | share of area [%] |
|---|---|---|
| conb_1 | 1 | 0.19 |
| o2bb2ai_1 | 2 | 0.88 |
| and2_1 | 4 | 1.3 |
| fa_1 | 3 | 3.0 |
| inv_1 | 11 | 2.1 |
| buf_2 | 4 | 1.0 |
| ha_1 | 4 | 2.5 |
| and3_2 | 1 | 0.38 |
| dfxtp_1 | 41 | 41 |
| a211oi_1 | 2 | 0.75 |
| nor3_1 | 2 | 0.50 |
| xor2_1 | 6 | 2.6 |
| xnor2_1 | 21 | 9.2 |
| a21boi_0 | 1 | 0.38 |
| nor2b_1 | 1 | 0.31 |
| nand4_4 | 2 | 2.1 |
| a41oi_1 | 1 | 0.44 |
| nor2_1 | 6 | 1.1 |
| and3_1 | 3 | 0.94 |
| a21o_1 | 1 | 0.38 |
| o21ai_0 | 2 | 0.50 |
| o22ai_1 | 3 | 0.94 |
| nand4_1 | 5 | 1.6 |
| nand2_1 | 15 | 2.8 |
| nand2b_1 | 1 | 0.31 |
| buf_4 | 5 | 1.9 |
| edfxtp_1 | 8 | 12 |
| o311ai_0 | 1 | 0.44 |
| and4_1 | 3 | 1.3 |
| nand3_1 | 12 | 3.0 |
| and4bb_2 | 1 | 0.63 |
| a21oi_1 | 3 | 0.75 |
| nor2_2 | 1 | 0.31 |
| and2_0 | 1 | 0.31 |
| nor4_4 | 2 | 2.1 |
==> stage by stage <==
step	hold WS, ps	std cells	setup slack (ps)	total power, W
2_1_floorplan	310	180	3010	0.000392
3_3_place_gp	312	266	2670	0.000418
3_5_place_dp	312	266	2640	0.000419
4_1_cts	331	273	2310	0.000590
5_1_grt	335	273	2210	0.000615
6_report	329	273	2350	0.000580
==> final timing paths <==
kind	from	to	slack (ps)
setup / recovery	a[0]	sum[3]	2350
hold / removal	print_1.code[1]	print_1.b	330
setup reg to reg	a[0]	print_1.code[1]	3660
hold reg to reg	print_1.code[1]	print_1.b	330
Power is estimated from default activity; no workload was simulated.
