==> flow/design.v <==
`timescale 1ns / 1ps
module Q2(
				input set,
				input reset,
				input [3:0] init,
				input clk,
				output [3:0] out
	);
	wire set1,reset1;
	wire [3:0] init1;
	reg [3:0] out1;
	assign set1 = set;
	assign reset1 = reset;
	assign init1 = init;
	integer count = 0;
	initial begin
		out1 = 0;
	end
	 always @ (posedge clk)
	 	begin
	 		if (set1 == 1)
				out1 = init1;
			if (reset1 == 1)
				out1 = 0;
			if (count == 50000000)
			begin
				out1 = out1 + 1;
				count = 0;
			end
			else count = count +1;
	 	end
	assign out = out1;
endmodule
==> flow/run.sh <==
#!/bin/bash
# OpenROAD 26Q1-2900-gdf79404cd8, Yosys 0.63+post, stock flow scripts
make -C /OpenROAD-flow-scripts/flow DESIGN_CONFIG=/design/flow/config.mk WORK_HOME=/design/flow/orfs finish
==> flow/config.mk <==
export PLATFORM = sky130hd
export DESIGN_NAME = Q2
export DESIGN_NICKNAME = Q2
export VERILOG_FILES = /design/flow/design.v
export SDC_FILE = /design/flow/constraint.sdc
export NUM_CORES = 4
export LEC_CHECK = 1
export CORE_AREA = 10 10 100 100
export DIE_AREA = 0 0 110 110
==> flow/constraint.sdc <==
current_design Q2

set clk_period 6.3
set clk_io_pct 0.2

create_clock -name clk0 -period $clk_period [get_ports {clk}]

set non_clock_inputs [all_inputs -no_clocks]
set_input_delay [expr $clk_period * $clk_io_pct] -clock clk0 $non_clock_inputs
set_output_delay [expr $clk_period * $clk_io_pct] -clock clk0 [all_outputs]
==> out/results.ini <==
[routing]
dr.pass1.iters=4
wl_per_cell_um=9.72
antenna_cells=0
vias=1187
drc=0
vias_per_cell=4.18
ant_nets=0
drt_iter0_markers=43
routed_wl_um=2760

[clock_network]
cts.clk_slew.worst_paths_ps=60
cts_root_buf=clkbuf_8
cts-hold-fix-buffers=0
clock_sinks=36
htreeDepth=2
cts_tree=built
insertion_delay_ps=270
cts_setup_buffers=0
cts_made_buffers=5
clock_path_buffers=2
cts_resized=0

[synth]
synth_flops=36
synth.distinct_cells=31
ys_chip_area_mm2=0.00163
ff_type=dfxtp_1
ys_cells=170
ys_top_cells_by_area=dfxtp_1 44%, xnor2_1 8.1%, xor2_1 8.1%, nor2_1 6.0%, nand4_1 5.4%
yosys.area.top_type=dfxtp_1
syn_avg_cell_area_um2=9.59
yosys.stat.seqShare=0.442
most_common_cell=dfxtp_1
top_cells_by_count=36 x dfxtp_1, 26 x nor2_1, 15 x xnor2_1, 15 x xor2_1, 14 x nand4_1
synth-async-reset-ratio=0
netlist_area_mm2=0.00163
synth_warnings=1
top_area_frac=0.442
synth_cells=170
edf_count=0

[cells_and_area]
nFillCells=818
final_cell_count_no_fill=284
area_delta_synth_final_pct=17.0
logic_area_um2=863
seq_area_um2=721
drive_above_1_share=0.0824

[pwr]
p_int_uw=308
power_switching_uw=73.1
p_comb_frac=0.030
seq_power_share=0.602
pwr_density_cell_mw_per_mm2=200
ir_drop_mv=0.0650
leakage_nw=0.725
pwr-share-clk=0.367
p_sw_frac=0.192
power.total_uw=381

[floorplanning]
chipHeight_um=110
fp-utilization=0.209
die_area_mm2=0.0121
ioPinCount=11
fp-row-count=32
fp.coreArea_mm2=0.00781
die_w_um=110

[final_timing]
maxSlewViolCount=0
finalCriticalPeriod_ps=2530
rsz0062_at_grt=no
finalClockPeriodUsage=0.401
hold_violations=0
fin_skew_ps=1.77
holdWs_ps=458
max_freq_ghz=0.396
slew-limit-headroom=0.593
worst_pin_slew_ps=607
setup_viol=0
tns_ps=0

[placement]
gp_congestion=0.793
placedCellCount=279
numPortBuffers=10
hpwl_um=1990

[critical_path]
r2r_end=count[30]
crit_chain=clkdlybuf4s50_1 > mux2i_1 > nor2_1 > ha_1 > mux2_2
cp_top_family=buffers and inverters
reg2reg_slack_ps=4370
path_class=input port to flip-flop
critPathMaxFanout=4
ff2ff_path_depth=6
startpoint_type=input port
cp_data_required_time_ps=6460
critPathArrivalTime_ps=2690
slowest_stage=clkdlybuf4s50_1
path_depth=5
slowest_delay_ps=590
crit_buf_inv=1
endpoint_kind=flip-flop
r2r_start=count[0]

[global_route]
antenna_found_initial=0
grt_overflow_total=0
grt_max_degree=15
grt_use_total=0.0477
grt_pass1_wl_um=4870
grt_pass1_vias=1083

[worst_hold_path]
hp-class=flip-flop to flip-flop
worstHoldPathCells=1
whs_endpoint=count[31]
min_from=count[31]

[flow_run]
drv_cap=0
warning_count=26

[outcome]
status=complete, no violations

## per-layer routing
metal / GRT usage / share of wire
met1: 0.0709 / 0.53
met2: 0.0656 / 0.38
met3: 0.0176 / 0.086
met4: 0.00743 / 0.0058
met5: 0 / 0
## cell families (layout without fill, tap and decap cells)
| logic type | count (synthesis) | in the layout | share of synthesized area |
|---|---|---|---|
| muxes | 5 | 5 | 0.0315 |
| AOI/OAI and AO/OA | 6 | 6 | 0.0292 |
| and+or+nand+nor | 81 | 81 | 0.285 |
| buffers and inverters | 9 | 21 | 0.0284 |
| xor gates and xnor gates | 30 | 30 | 0.161 |
| DFF | 36 | 36 | 0.442 |
| adders and majority gates | 3 | 3 | 0.0230 |
## cells in the final DEF (no fill, tap or decap), drive strengths merged, types with 10 or more instances in the layout
| master | n |
|---|---|
| nand3 | 10 |
| nor2 | 26 |
| dfxtp | 36 |
| xnor2 | 15 |
| nand2 | 10 |
| clkdlybuf4s50 | 10 |
| nand4 | 16 |
| xor2 | 15 |
## registers in the layout, summed over array words and instances (netlist names)
name and flops:
count 32, out1 4
## worst register-to-register path: stages, from the launching register on
cell and delay, ps:
dfxtp_1 390, ha_1 210, nand3_1 190, nor3_2 520, nand2_2 180, nor3_1 210, xnor2_1 140
## cell type report
type	count	share of cell area
Multi-Input combinational cell	125	0.453
Sequential cell	36	0.378
Tap cell	102	0.0669
Timing Repair Buffer	11	0.0564
Clock buffer	5	0.0361
Inverter	5	0.00984
## worst max-delay path by stage
stage,start,endpoint,slack (ps)
CTS,set,out1[1],3780
global route,set,out1[1],3680
finish,set,out1[1],3770
## power groups by stage
stage / registers, mW / clock network (mW) / logic (mW)
CTS: 0.230 / 0.147 / 0.0117
global route: 0.230 / 0.157 / 0.0129
finish: 0.230 / 0.140 / 0.0115
## stage by stage
stage	worst slack, ps	area [µm²]	utilization
3_3_place_gp	3510	1840	0.235
2_1_floorplan	3920	1630	-
3_5_place_dp	3500	1840	0.235
4_1_cts	3780	1910	0.244
5_1_grt	3680	1910	0.244
6_report	3770	1910	0.244
No activity file was given, so power comes from the tool's default toggle rates.
