==> design/flow/run.sh <==
#!/bin/bash
# OpenROAD 26Q1-2900-gdf79404cd8, Yosys 0.63+post, stock flow scripts
make -C /OpenROAD-flow-scripts/flow DESIGN_CONFIG=/design/flow/config.mk WORK_HOME=/design/flow/orfs finish
==> design/flow/config.mk <==
export PLATFORM = sky130hd
export DESIGN_NAME = regfile
export DESIGN_NICKNAME = regfile
export VERILOG_FILES = /design/flow/design.v
export SDC_FILE = /design/flow/constraint.sdc
export NUM_CORES = 4
export LEC_CHECK = 1
export CORE_UTILIZATION = 50
==> design/flow/constraint.sdc <==
current_design regfile

set clk_period 4.0
set clk_io_pct 0.2

create_clock -name clk0 -period $clk_period [get_ports {clk}]

set non_clock_inputs [all_inputs -no_clocks]
set_input_delay [expr $clk_period * $clk_io_pct] -clock clk0 $non_clock_inputs
set_output_delay [expr $clk_period * $clk_io_pct] -clock clk0 [all_outputs]
==> design/flow/design.v <==
`timescale 1ns / 1ps
module regfile (input clk,
				input wenable,
				output [3:0] outreg1,
				output [3:0] outreg2,
				input [3:0] no,
				input push1,
				input push2,
				input push3,
				input push4
	);
	reg [3:0] register[15:0];
	reg [3:0] tmp1;
	reg [3:0] tmp2;
	initial begin 
		tmp1 = 4'b0000;
		tmp2 = 4'b0000;
	end
	reg [3:0] rr1,rr2,wr,wdata;
	always @(posedge clk)
		begin
			if(push1 == 1)
				rr1 = no;
			else if(push2 == 1)
				rr2 = no;
			else if(push3 == 1)
				wr = no;
			else if(push4 == 1)
				wdata = no;
		end
	always @(posedge clk)
		begin
			if(wenable == 1'b1)
				begin
					register[wr] <= wdata;
					tmp1 <= 4'bz;
					tmp2 <= 4'bz; 
				end
			else
				begin
					tmp1 <= register[rr1];
					tmp2 <= register[rr2];
				end
		end
	assign outreg1 = tmp1;
	assign outreg2 = tmp2;
endmodule
==> flow_summary_export.csv <==
group,metric,value,unit
status,status,"complete, no violations",
power_and_ir_drop,ir_drop,191,uV
finish,fin_util,57.4,%
final_timing,setup-violations-final,0,
detailed_routing,vias_per_cell,6.08,
critical_path,crit_slowest_cell,"clkdlybuf4s50_1",
detailed_routing,num_vias,2056,
critical_path,path_cells,"clkdlybuf4s50_1, or3b_2, nor3_1",
global_route,grt_pass1_vias,2207,
global_route,grt_max_degree,20,
critical_path,critical_path_required,4.00,ns
flow_run,log.warning_count,25,
hold_path,hold_class,"flip-flop to flip-flop",
floorplan,die_width,92.1,um
placed_design,gp_congestion,0.865,
critical_path,critPathBufInv,1,
finish,stdcell_count,338,
detailed_routing,ant_nets,0,
logic_synthesis,synth_chip_area,4060,um^2
finish,final_layout_size_suffix_gt1_share,13.1,%
critical_path,critPathArrivalTime,2.32,ns
flow_run,maxCapViolations,0,
hold_path,hold_start,"rr2[2]",
critical_path,rr_endpoint,"tmp2[0]",
detailed_routing,drt_iter0_drc,104,
logic_synthesis,synth-async-reset-ratio,0,%
floorplan,initial_core_util,52.0,%
global_route,antenna_found_initial,0,
detailed_routing,totalWireLength,7600,um
floorplan,die_y,92.1,um
clock_tree,root_buffer,"clkbuf_8",
logic_synthesis,ys_ff,96,
clock_tree,cts_sinks,96,
placed_design,placed_cells,322,
critical_path,cp-end-kind,"flip-flop",
clock_tree,numCtsBuffers,9,
floorplan,die-area,8490,um^2
logic_synthesis,netlist_area,4060,um^2
finish,syn_to_final_growth,10.3,%
logic_synthesis,ys_seq_share,67.0,%
final_timing,fmax,431,MHz
logic_synthesis,ff_type,"edfxtp_1",
final_timing,tns,0,ns
global_route,gr-total-overflow,0,
finish,fillers,583,
logic_synthesis,edf_count,80,
floorplan,core.rowCount,32,
power_and_ir_drop,total_power,1.92,mW
logic_synthesis,ys_warn_count,3,
clock_tree,cts_resized,0,
clock_tree,cts_buffer_depth,2,
final_timing,slew_viol_final,0,
detailed_routing,drc,0,
clock_tree,cts_hold_buf,0,
hold_path,hold_depth,1,
detailed_routing,n_antenna_cell,0,
critical_path,critPathMaxStageDelay,0.53,ns
placed_design,dp_hpwl,5300,um
clock_tree,htreeDepth,3,
power_and_ir_drop,p_leak,1.51,nW
clock_tree,cts_tree,"done",
placed_design,io_buffers,17,
clock_tree,postCtsSetupBuffers,0,
logic_synthesis,synthCells,210,
final_timing,final_hold_viol_count,0,
detailed_routing,wire_per_inst,22.5,um
critical_path,rrSetupSlack,2.15,ns
logic_synthesis,ys_cells,210,
logic_synthesis,synth.distinct_cells,21,
final_timing,rsz0062_at_grt,"no",
global_route,grt_first_pass_wirelength,11700,um
floorplan,io_pins,18,
power_and_ir_drop,power_density,428,nW/um^2
logic_synthesis,avgSynthCellArea,19.3,um^2
critical_path,cp_max_fo,4,
detailed_routing,firstDrtPassIters,4,
critical_path,start_kind,"input pin",
critical_path,crit_type,"input pin to flip-flop",
floorplan,core-area,7810,um^2
final_timing,period_used_share,58.0,%
final_timing,period_minus_slack,2.32,ns
global_route,globalRouteTotalUtil,21.2,%
final_timing,max-slew-margin-rel,47.7,%
critical_path,path_delay_family,"simple AND/OR/NAND/NOR gates",
clock_tree,clk_pin_slew_worst_paths,0.10,ns
final_timing,worst_pin_slew,0.773,ns
clock_tree,insertion_delay,0.35,ns
final_timing,fin_worst_skew,0.0101,ns
critical_path,worstRegToRegCells,3,
where the power goes:
| part | total [mW] | internal [mW] | switching, mW |
|---|---|---|---|
| combinational | 0.164 | 0.0987 | 0.0656 |
| sequential | 1.15 | 1.11 | 0.0347 |
| clock | 0.604 | 0.245 | 0.359 |
Yosys cell counts (2+ instances only):
library cell | n | area, um^2
edfxtp_1 | 80 | 2400
mux4_1 | 28 | 736
nand3_1 | 17 | 85.1
dfxtp_1 | 16 | 320
nor2_1 | 14 | 52.6
nand2_1 | 9 | 33.8
a22oi_1 | 8 | 60.1
mux2_2 | 8 | 90.1
mux4_2 | 4 | 90.1
nor2b_1 | 4 | 25.0
nor3_1 | 4 | 20.0
clkbuf_1 | 3 | 11.3
nand2b_1 | 3 | 18.8
buf_12 | 2 | 40.0
buf_2 | 2 | 10.0
buf_6 | 2 | 22.5
nand3b_1 | 2 | 15.0
area by class of cell:
| cell class | count | area [um^2] | share of cell area [%] |
|---|---|---|---|
| inverter | 1 | 3.75 | 0.0838 |
| timing repair buffer | 19 | 185 | 4.13 |
| tap | 102 | 128 | 2.85 |
| clock inverter | 7 | 66.3 | 1.48 |
| multi-input combinational | 104 | 1250 | 27.9 |
| clock buffer | 9 | 124 | 2.76 |
| sequential | 96 | 2720 | 60.8 |
layer usage:
layer	part of all wire, %	vias up	global-route usage (%)
met5	0	-	0
met1	40	1008	33.9
li1	-	928	-
met3	10	13	10.2
met4	2.2	0	4.30
met2	48	107	30.8
sequential cells by signal, indices dropped and copies added, names as in the netlist, named ones only:
| signal | flops |
|---|---|
| rr2 | 4 |
| register | 64 |
| tmp2 | 4 |
| wdata | 4 |
| tmp1 | 4 |
| wr | 4 |
| rr1 | 4 |
how the worst max path moves through the flow:
stage        from              to  slack (ns)  depth (start not counted)
4_1_cts   wenable  register[0][0]        1.69                          3
6_report  wenable  register[0][2]        1.68                          3
5_1_grt   wenable  register[0][3]        1.62                          3
metrics by stage:
step	hold slack, ns	setup slack (ns)	area [um^2]
after floorplan	0.448	2.02	4060
after global placement	0.457	1.41	4290
after detailed placement	0.460	1.31	4290
after CTS	0.485	1.69	4480
after global routing	0.495	1.62	4480
final	0.485	1.68	4480
logic make-up after synthesis:
| logic type | count (synthesis) | synth area share (%) |
|---|---|---|
| compound gates | 8 | 1.48 |
| flops | 96 | 67.0 |
| buf+inv | 10 | 2.16 |
| mux | 40 | 22.6 |
| simple gates | 56 | 6.78 |
placed cells by master (no fill, tap or decap), drive strengths merged, types with 8 or more instances in the layout:
master,Yosys,layout
a22oi,8,8
clkbuf,3,9
clkdlybuf4s50,0,17
dfxtp,16,16
edfxtp,80,80
mux2,8,8
mux4,32,32
nand2,9,9
nand3,17,17
nor2,14,14
Power is estimated from default activity; no workload was simulated.
